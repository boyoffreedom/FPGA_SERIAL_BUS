==> /design/flow/design.v <==
module spi_bus(clk,rst_n,d_out,spi_start,SI,SO,CS,SCLK,d_in,busy);
parameter BUS_WIDTH = 16;
parameter CNT_SIZE = 4;		 
input wire clk;
input wire rst_n;
input wire[BUS_WIDTH-1:0] d_out;
input wire spi_start;
input wire SI;			 
output reg SO;			 
output wire CS;
output wire SCLK;				 
output reg[BUS_WIDTH-1:0] d_in;
output wire busy;		 
reg [BUS_WIDTH-1:0] d_buf_in;
reg[BUS_WIDTH-1:0] d_buf_out;
reg[1:0] spi_start_rising;
reg[1:0] state;
reg[CNT_SIZE:0] send_cnt;			 
reg chip_select;
parameter wait_start = 2'd0,start = 2'd1,end_state = 2'd2;
wire bus_start = (~spi_start_rising[0])&spi_start_rising[1];	 
assign CS = chip_select;
assign SCLK = (chip_select == 0)?clk:0;
assign busy = ~CS;
always @(posedge clk or negedge rst_n) begin
	if(!rst_n)
		spi_start_rising <= 2'b11;
	else begin
		if(clk == 1)begin
			spi_start_rising[0] <= spi_start_rising[1];
			spi_start_rising[1] <= spi_start;
		end
	end
end
always @(negedge clk or negedge rst_n) begin		 
	if (!rst_n) begin
		SO <= 1;
		d_in <= 0;
	end
	else begin
		if(!clk)begin
			SO <= d_buf_out[BUS_WIDTH-1];			 
			if(state == start)begin
				d_buf_in[0] <= SI;
				d_buf_in[BUS_WIDTH-1:1] = d_buf_in[BUS_WIDTH-2:0];
			end
			else
				d_in <= d_buf_in;
		end
	end
end
always @(posedge clk or negedge rst_n) begin
	if (!rst_n) begin
		chip_select <= 1;
		d_buf_out <= 0;
		state <= wait_start;
		send_cnt <= BUS_WIDTH-2;
	end
	else begin
		if(clk == 1) begin
			case(state)
				wait_start:begin
				if(bus_start == 1'b1) begin		 
						state <= start;				 
						send_cnt <= BUS_WIDTH-1;	 
						chip_select = 0;				 
					end
					else begin
						d_buf_out <= d_out;
						state <= wait_start;			 
					end
				end
				start:begin								 
				d_buf_out[BUS_WIDTH-1:1] = d_buf_out[BUS_WIDTH-2:0];
					if (send_cnt > 0) begin		 
							state <= start;
							send_cnt <= send_cnt-1;
					end
					else begin						 
						state <= end_state;
					end
				end
				end_state:begin					 
					chip_select <= 1;				 
					state <= wait_start;			 
				end
			endcase
		end
	end
end
endmodule
==> /design/flow/run.sh <==
#!/bin/bash
# OpenROAD 26Q1-2900-gdf79404cd8, Yosys 0.63+post, stock flow scripts
make -C /OpenROAD-flow-scripts/flow DESIGN_CONFIG=/design/flow/config.mk WORK_HOME=/design/flow/orfs finish
==> /design/flow/config.mk <==
export PLATFORM = sky130hd
export DESIGN_NAME = spi_bus
export DESIGN_NICKNAME = spi_bus
export VERILOG_FILES = /design/flow/design.v
export SDC_FILE = /design/flow/constraint.sdc
export NUM_CORES = 4
export LEC_CHECK = 1
export CORE_UTILIZATION = 30
==> /design/flow/constraint.sdc <==
current_design spi_bus

set clk_period 6.1
set clk_io_pct 0.2

create_clock -name clk0 -period $clk_period [get_ports {clk}]

set non_clock_inputs [all_inputs -no_clocks]
set_input_delay [expr $clk_period * $clk_io_pct] -clock clk0 $non_clock_inputs
set_output_delay [expr $clk_period * $clk_io_pct] -clock clk0 [all_outputs]
==> summary.txt <==
# H-tree levels - 3
die area - 8640 um^2
Final GP Congestion - 0.751
CTS Buffer Depth - 2
yosys synthesis chip area - 2480 um^2
VDD IR max - 114 uV
yosys cell count - 154
Worst path slowest cell - dfstp_2
row cnt - 32
tool warnings - 45
placeable core region - 7850 um^2
synthesized area - 2480 um^2
Worst-Margin Slew - 0.584 ns
critical path's largest stage delay - 0.50 ns
Hold WC Path Type - register to register
cell area after layout - 3270 um^2
crit-path cells - clkdlybuf4s50_1
layout cells sized above 1 - 35.9%
placed cell count - 292
DRC - 0
initial drt markers - 50
Seq/Total Area, Yosys - 64.1%
initial antenna violation count - 0
max cap viols - 0
P&R area growth vs syn - 31.9%
Final setup viols - 0
vias in the first global route - 1455
chip width - 93.0 um
synthesized area per cell - 16.1 um^2
post-cts repair resize count - 0
outcome - finished clean
clock transition time at the flip-flop clock pins of the worst setup and hold paths - 0.08 ns
FFs w/ async S/R, synth - 73.3%
DR vias/cell - 4.44
final-report hold violation count - 0
die y size - 93.0 um
Hold Buf Count CTS - 0
Registers, synthesis - 60
cell type with the largest total area - dfrtp_1
Total Routing Usage GR - 10.8%
delay-heaviest family, CP - flip-flops
Post-synth EDFFs - 16
gr ovfl total - 0
Starting Density - 31.6%
routed via count - 1443
CTS buffer count - 9
Top cells by area - dfrtp_1 20%, edfxtp_1 19%, mux2_2 17%
Critical Path Start Type - register
first-pass GRT wire length - 7100 um
Setup Buffers After CTS - 0
CP arrival - 4.37 ns
P per Cell Area - 283 nW/um^2
CP endpoint kind - output port
# diodes - 0
first-pass detailed-route iteration total - 3
number of distinct library cells after synthesis - 31
CP Buf/Inv Count - 1
post-synth top area share - 20.2%
largest net degree at the start of global routing - 45
DP HPWL - 2610 um
slew margin rel. - 61.1%
CTS tree - built
IO Port Bufs - 39
setup tns final - 0 ns
Critical Path Fanout Max - 1
Most common reg cell - dfrtp_1
Routed WL - 4080 um
final std cells w/o fill - 325
worst hold margin - 0.388 ns
crit path kind - register to output port
Synth top cells by count - 37 x mux2_2, 20 x dfrtp_1, 16 x dfrtn_1, 16 x edfxtp_1, 10 x mux2_4
CP required - 4.88 ns
placed cell areas - 2970 um^2
Lkg Pwr - 1.37 nW
Worst Clk Skew - 0.0696 ns
routed length per instance - 12.6 um
Yosys warnings - 1
IO Count - 40
RSZ-0062 raised after global routing - no
Mapped Cells - 154
top-count cell post-synth - mux2_2
Slew Viols, Final - 0
remaining antenna violation count - 0
Power Total - 0.000926 W
Root Driver - clkbuf_8
Clock Latency Late Sink - 0.39 ns
==> final timing paths <==
| check | slack (ns) | to | cells past startpoint | start |
|---|---|---|---|---|
| max in group asynchronous | 1.69 | SO | 2 | rst_n |
| hold / removal | 0.39 | spi_start_rising[0] | 0 | spi_start_rising[1] |
| hold reg to reg | 0.39 | spi_start_rising[0] | 0 | spi_start_rising[1] |
| setup / recovery | 0.51 | SO | 1 | SO |
| setup reg to reg | 1.39 | d_in[4] | 2 | state[2] |
| min in group asynchronous | 1.00 | d_buf_out[1] | 2 | rst_n |
==> through the flow <==
stage,setup slack [ns],util [%]
after global routing,0.454,41.7
after CTS,0.483,41.7
after global placement,0.887,37.8
after floorplan,1.01,-
final,0.509,41.7
after detailed placement,0.882,37.8
==> cells by family after synthesis <==
| group | Yosys count | share of synthesized area, % |
|---|---|---|
| flops | 60 | 64.1 |
| mux | 47 | 22.8 |
| compound gates | 17 | 4.89 |
| simple gates | 17 | 4.69 |
| buf+inv | 12 | 2.97 |
| fa+ha+maj | 1 | 0.504 |
==> routing by layer <==
layer | wire length (um) | track usage, % | vias up
li1 | - | - | 688
met1 | 2060 | 17.7 | 713
met2 | 1790 | 14.6 | 33
met3 | 156 | 2.84 | 9
met4 | 76 | 2.56 | 0
met5 | 0 | 0 | -
==> flip-flops by register name (all words and copies together) (netlist names) <==
name / cells
d_buf_out: 16
d_buf_in: 16
chip_select: 1
state: 3
d_in: 16
SO: 1
send_cnt: 5
spi_start_rising: 2
==> placed cells by master (no fill, tap or decap), types with 3 or more instances in the layout <==
cell / n
buf_4: 3
clkbuf_8: 9
clkdlybuf4s50_1: 38
dfrtn_1: 16
dfrtp_1: 20
dfstp_2: 8
edfxtp_1: 16
inv_1: 23
mux2_2: 37
mux2_4: 10
nand2b_1: 4
nor2_1: 4
o21ai_0: 6
==> cell type report <==
class / count / area, um^2
timing repair buffer: 41 / 398
tap: 102 / 128
fill: 747 / 4570
clock buffer: 11 / 159
clock inverter: 24 / 163
multi-input combinational: 82 / 817
sequential: 60 / 1590
inverter: 5 / 18.8
==> report_power, final <==
part	leakage (nW)	switching [W]	total, W	internal (W)
clock network	0.227	0.000200	0.000487	0.000287
logic	0.454	0.00000876	0.0000236	0.0000149
registers	0.690	0.000000705	0.000415	0.000414
Power and IR drop assume default switching activity.
